`design.v`:
```
module doorlock(
    clk,
    n_rst,
    start,
    bt_0,
    bt_1,
    bt_2,
    led_0,
    led_1,
    led_2,
    led_ok,
    led_fail
);
input clk;
input n_rst;
input start;
input bt_0;
input bt_1;
input bt_2;
output led_0;
output led_1;
output led_2;
output led_ok;
output led_fail;
parameter STOP = 3'h0;
parameter START = 3'h1;
parameter S_1 = 3'h2;
parameter S_2 = 3'h3;
parameter S_3 = 3'h4;
parameter S_4 = 3'h5;
reg [2:0] c_state, n_state;
reg led_0 = 1'b0;
reg led_1 = 1'b0;
reg led_2 = 1'b0;
reg led_ok = 1'b0;
reg led_fail = 1'b0;
reg bt_0d1;
reg bt_1d1;
reg bt_2d1;
reg bt_0d2;
reg bt_1d2;
reg bt_2d2;
always @(posedge clk or negedge n_rst)
    if(!n_rst)
        c_state <= STOP;
    else if (start != 1'b1)
        c_state <= STOP;
    else
        c_state <= n_state;
always @(posedge clk or negedge n_rst)
    if(!n_rst) begin
        bt_0d1 <= 1'b1;
        bt_0d2 <= 1'b1;
        bt_1d1 <= 1'b1;
        bt_1d2 <= 1'b1;
        bt_2d1 <= 1'b1;
        bt_2d2 <= 1'b1;
    end
    else begin
            bt_0d1 <= bt_0;
            bt_0d2 <= bt_0d1;
            bt_1d1 <= bt_1;
            bt_1d2 <= bt_1d1;
            bt_2d1 <= bt_2;
            bt_2d2 <= bt_2d1;
    end
    assign bt_0_on = ((bt_0d1 == 1'b0) && (bt_0d2 == 1'b1)) ? 1'b1 : 1'b0;
    assign bt_1_on = ((bt_1d1 == 1'b0) && (bt_0d2 == 1'b1)) ? 1'b1 : 1'b0;
    assign bt_2_on = ((bt_2d1 == 1'b0) && (bt_0d2 == 1'b1)) ? 1'b1 : 1'b0; 
always @(bt_0_on or bt_1_on or bt_2_on or start)
    begin
        led_0 <= (bt_0_on == 1'h1 && start == 1'h1) ? 1'b1 : (start == 1'h0) ? 1'b0 : led_0;
        led_1 <= (bt_1_on == 1'h1 && start == 1'h1) ? 1'b1 : (start == 1'h0) ? 1'b0 : led_1;
        led_2 <= (bt_2_on == 1'h1 && start == 1'h1) ? 1'b1 : (start == 1'h0) ? 1'b0 : led_2;
    end
always @(c_state or start or bt_0_on or bt_1_on or bt_2_on)
    case(c_state)
        STOP : begin
            n_state = (start == 1'b1) ? START : STOP;
            led_fail = 1'b0;
            led_ok = 1'b0;
        end
        START : begin
                n_state = (bt_2_on == 1'b1) ? S_1 : ((bt_0_on == 1'b0) && (bt_1_on == 1'b0) && (bt_2_on == 1'b0)) ? START : S_3;
                led_fail = 1'b0;
                led_ok = 1'b0;
        end
        S_1 : begin
            n_state = (bt_0_on == 1'b1) ? S_2 : ((bt_0_on == 1'b0) && (bt_1_on == 1'b0) && (bt_2_on == 1'b0)) ? S_1 : S_4;
            led_fail = 1'b0;
            led_ok = 1'b0;
        end
        S_2 : begin
            if (start == 1'b0)
                begin
                    n_state = STOP;
                    led_fail = 1'b0;
                    led_ok = 1'b0;
                end
            else
                begin
                    if ((bt_0_on == 1'b0) && (bt_1_on == 1'b0) && (bt_2_on == 1'b0))
                        begin
                            n_state = c_state;
                        end
                    else
                        begin
                            n_state = c_state;
                            led_fail = 1'b0;
                            led_ok = 1'b1;
                        end
                end             
        end
        S_3 : begin
            n_state = ((bt_0_on == 1'b0) && (bt_1_on == 1'b0) && (bt_2_on == 1'b0)) ? S_3 : S_4;
            led_fail = 1'b0;
            led_ok = 1'b0;
        end
        S_4 : begin
            if (start == 1'b0)
                begin
                    n_state = STOP;
                    led_fail = 1'b0;
                    led_ok = 1'b0;
                end
            else
                begin
                    if ((bt_0_on == 1'b0) && (bt_1_on == 1'b0) && (bt_2_on == 1'b0))
                        begin
                            n_state = c_state;
                        end
                    else
                        begin
                            n_state = c_state;
                            led_fail = 1'b1;
                            led_ok = 1'b0;
                        end
                end    
        end
        default : begin
            n_state = STOP;
        end
    endcase
endmodule
```
`run.sh`:
```
#!/bin/bash
# OpenROAD 26Q1-2900-gdf79404cd8, Yosys 0.63+post, stock flow scripts
make -C /OpenROAD-flow-scripts/flow DESIGN_CONFIG=/design/flow/config.mk WORK_HOME=/design/flow/orfs finish
```
`config.mk`:
```
export PLATFORM = sky130hd
export DESIGN_NAME = doorlock
export DESIGN_NICKNAME = doorlock
export VERILOG_FILES = /design/flow/design.v
export SDC_FILE = /design/flow/constraint.sdc
export NUM_CORES = 4
export LEC_CHECK = 1
export CORE_AREA = 10 10 70 70
export DIE_AREA = 0 0 80 80
```
`constraint.sdc`:
```
current_design doorlock

set clk_period 1.9
set clk_io_pct 0.2

create_clock -name clk0 -period $clk_period [get_ports {clk}]

set non_clock_inputs [all_inputs -no_clocks]
set_input_delay [expr $clk_period * $clk_io_pct] -clock clk0 $non_clock_inputs
set_output_delay [expr $clk_period * $clk_io_pct] -clock clk0 [all_outputs]
```
==> summary.txt <==
This note records the results obtained with Yosys and OpenROAD.

Yosys
The number of register bits inferred by synthesis is 15. The area share of the largest cell type after synthesis is 25.5%. The synthesis report lists the Yosys warning total as 4. A synthesized cell averages 11.4 µm².

Of the total synthesized cell area, the portion taken by XOR and XNOR cells is 0%. The aoi/oai-family share of the synthesized area is 15.3%. The mux contribution to synthesized area is 4.14%. Looking at area per cell type in the netlist, the leader is dfstp_2. By area, the combinational part of the netlist is dominated by AND-OR/OR-AND gates. The count of instantiated cells in the yosys netlist is 45.

The synthesized netlist devotes 0% of its cell area to adder and majority cells. The number of unique standard cell types used by synthesis is 23.

The combined area of all synthesized cells is 514 µm². The main area contributors are dfstp_2, dfrtp_1, dlxtn_1. In the synthesis report, Yosys lists the chip area as 514 µm². The synthesized instance count is 45. The cell-mix breakdown from Yosys lists the simple-gate area share as 12.4%.

CTS
Per the CTS log, the maximum H-tree level is 1. Post-CTS repair changed the size of 0 cells. In the CTS report, the clock slew at the register clock pins of the worst setup and hold paths is listed as 0.07 ns. The total clock buffers created by CTS is 3. Per the CTS log, the buffer count on the longest clock path is 2. The number of hold buffers added after cts is 0. In this run the post-CTS setup repair buffer count came out at 0.

The clock latency reported for the late side of the worst-skew pair is 0.26 ns. The cell sitting at the root of the clock tree is a clkbuf_4. TritonCTS built the clock tree.

Floorplan
The horizontal die dimension reported for this design is 80 µm. The chip footprint is 6400 µm². The placeable core area is 3420 µm². The floorplan core density is 15.1%. The floorplan step set the die height to 80 µm. According to the floorplan log, the row count is 21. For this design the top-level I/O count stands at 11.

STA
The number of failing setup endpoints in the final timing report is 0. 10 endpoints have no timing constraint. Setup repair after global routing left no endpoint under its margin.

The worst-case max-slew headroom was logged as 69.1%. The maximum clock frequency is 0.829 GHz. For reference, the final report shows the hold violation count at 0. Across all setup checks in the final design, the least slack found is 0.694 ns.

For the final routed database, the setup TNS stands at 0 ns. The number of pins exceeding their max-slew limit in the final report is 0. The worst clock skew on the final layout is 0.00212 ns. The clock period minus final worst setup slack is 1.21 ns.

The pin closest to its max-slew limit shows a slew of 0.462 ns. The timer found 5 register pins that no clock reaches; their paths are not timed. The final critical path takes up 63.5% of the cycle.

Flow run
Across all stage logs, warnings added up to 25. The report counts max-capacitance violations totalling 0.

Critical path
The arrival time at the worst endpoint is 1.41 ns. The peak fanout along the critical path is 7. Grouping stages by cell kind, the critical path spends the most delay in buffers and inverters. The data required time reported for the critical path is 2.10 ns. The delay of the slowest cell on the worst path is 0.60 ns.

Per STA, the worst path is made up of clkdlybuf4s50_1 -> inv_2 -> a21oi_1 -> a22o_1. The standard cell with the maximum stage delay on the critical path is clkdlybuf4s50_1. The start-to-end type of the worst setup path is in -> reg. The worst setup path is captured at a flop. The worst setup path is launched from a primary input.

The number of buffer and inverter stages on the critical path is 2.

Placement
The post-DP HPWL is 820 µm. The final weighted congestion recorded by global placement is 0.847. The placement report lists the number of port buffers as 10. The total placed instance area is 664 µm². The worst slack after detailed placement is 0.437 ns. The detailed placer reported the number of placed instances as 100.

Route
The number of detailed-routing iterations run before antenna repair is 3. The routed design shows a via density per instance of 3.63. The count of routing violations after the opening detailed-route iteration is 6. TritonRoute output was used to compute an average wire per cell of 10.0 µm. The detail route stage leaves a number of antenna-violating nets equal to 0. 0 antenna diodes ended up in the layout.

Per the detail_route report, the via count comes to 377. The wire length recorded after detailed routing is 1040 µm. The DRC violation total left in the routed layout is recorded as 0.

Pwr
The share of total power dissipated in sequential elements is 51.1%. Per the OpenROAD power report, switching power amounts to 0.000105 W. In the power breakdown, the internal column shows 0.000374 W.

Of the total power, the clock network draws 39.6%. The switching portion of total power comes to 21.9%. The static power due to leakage is 0.288 nW. The design draws 0.000479 W. Dividing total power by cell area gives a power density of 684 nW/µm². The worst-case IR drop observed on VDD is 370 µV.

Of the total power, combinational logic draws 9.2%.

Global route
The via count of the first global-routing pass is 382. The first-pass GRT wire length is 1710 µm. The global route stage reports its total congestion overflow as 0. The number of antenna violations at the first check in global routing is 0. Overall routing resource usage recorded by global route was 3.23%. The maximum number of pins on one net before global-route repair is 11.

Status
The run finished with clean final reports.

Finish
The sequential cell area is 332 µm². Counting only logic cells after layout, the most numerous master is clkdlybuf4s50_1. After the flow finishes, the layout carries non-filler instances totaling 104.

With fillers left out, the area of the finished cells amounts to 701 µm². The top cell types in the final layout, fill and taps aside, are clkdlybuf4s50_1, nor2_1, dfstp_2, dfrtp_1, dlxtn_1. Compared with the post-synthesis result, the final layout area differs by 36.3%. The proportion of layout cells with a drive suffix above 1 is 20.7%. Counting the fill cells in the layout gives 386. Per the layout area report, the combinational gate area comes to 164 µm².

Min path
Checking hold timing, the worst path is listed with class reg -> reg.
-- worst register-to-register path: stages, from the launching register on --
cell	delay, ns
dfstp_2	0.61
nand2b_1	0.10
a211oi_1	0.27
nor3_1	0.08
-- synthesized netlist by cell type, drive strengths merged --
| master | n |
|---|---|
| nor4 | 1 |
| nand2b | 1 |
| a211oi | 1 |
| dfstp | 5 |
| nand3 | 1 |
| dfrtp | 5 |
| buf | 1 |
| a21boi | 2 |
| inv | 3 |
| and2 | 2 |
| a21oi | 3 |
| nor2 | 5 |
| nand2 | 1 |
| a31oi | 1 |
| nor2b | 1 |
| o21a | 3 |
| mux2 | 1 |
| mux2i | 1 |
| a22o | 1 |
| dlxtn | 5 |
| nor3 | 1 |
-- worst paths after layout --
check	cells past startpoint	slack, ns	end	from
worst max-delay path	4	0.69	c_state[2]	start
min in group asynchronous	1	0.44	c_state[3]	n_rst
worst min register to register	0	0.40	bt_0d2	bt_0d1
worst min-delay path	0	0.40	bt_0d2	bt_0d1
worst max register to register	3	0.73	c_state[4]	bt_0d2
max in group asynchronous	1	1.12	c_state[0]	n_rst
-- power by group through the flow --
stage                 Sequential [W]  Combinational [W]  Clock (W)
final                       0.000245          0.0000442   0.000190
after global routing        0.000247          0.0000487   0.000203
after CTS                   0.000245          0.0000446   0.000195
-- metal layers --
layer / up-vias / wire (µm) / global-route usage [%]
met4: 0 / 10 / 0.352
met1: 180 / 594 / 4.88
met5: - / 0 / 0
met3: 2 / 52 / 1.36
li1: 181 / - / -
met2: 14 / 382 / 4.25
-- flip-flops by register name, indices dropped and copies added (netlist names) --
name	cells
led_1	1
bt_0d2	1
bt_1d1	1
bt_2d1	1
c_state	6
bt_0d1	1
led_2	1
led_ok	1
led_fail	1
led_0	1
-- area by class of cell --
cell class                 count  area share [%]
multi-input combinational     26            23.4
timing repair buffer          10            14.3
tap                           46            8.21
sequential                    15            47.3
clock buffer                   4            5.18
inverter                       3            1.61
-- kinds of logic after synthesis --
group,count (synthesis)
mux,2
flops,10
simple gates,13
buf+inv,4
compound gates,11
latches,5
-- through the flow --
step	utilization, %	hold WS [ns]
after floorplan	-	0.0844
after global placement	19.5	0.393
after detailed placement	19.5	0.394
after CTS	20.5	0.403
after global routing	20.5	0.410
final	20.5	0.399
Power and IR drop assume default switching activity.
