**flow/constraint.sdc**
```tcl
current_design TOP

set clk_period 1.6
set clk_io_pct 0.2

create_clock -name clk0 -period $clk_period [get_ports {clk}]

set non_clock_inputs [all_inputs -no_clocks]
set_input_delay [expr $clk_period * $clk_io_pct] -clock clk0 $non_clock_inputs
set_output_delay [expr $clk_period * $clk_io_pct] -clock clk0 [all_outputs]
```
**flow/run.sh**
```bash
#!/bin/bash
# OpenROAD 26Q1-2900-gdf79404cd8, Yosys 0.63+post, stock flow scripts
make -C /OpenROAD-flow-scripts/flow DESIGN_CONFIG=/design/flow/config.mk WORK_HOME=/design/flow/orfs finish
```
**flow/config.mk**
```make
export PLATFORM = sky130hd
export DESIGN_NAME = TOP
export DESIGN_NICKNAME = TOP
export VERILOG_FILES = /design/flow/design.v
export SDC_FILE = /design/flow/constraint.sdc
export NUM_CORES = 4
export LEC_CHECK = 1
export CORE_AREA = 10 10 70 70
export DIE_AREA = 0 0 80 80
```
**flow/design.v**
```verilog
module P2S(
  input clk,
  input n_rst,
  input wire [3:0] din,
  input wire load,
  input wire send,
  output reg data,
  output reg vld
);
  reg [3:0] shift_register;
always @(posedge clk or negedge n_rst) begin
  if (!n_rst) begin
    shift_register <= 4'b0000;
  end
  else begin     
    if(load)
      shift_register <= din;
    else begin
      if(send == 1'b1) begin
        shift_register <= {1'b0, shift_register[3:1]};
      end
      else
        shift_register <= shift_register;
    end
  end
end
always @(posedge clk or negedge n_rst) begin
  if(!n_rst) begin
    vld <= 1'b0;
    data <= 1'b0;
  end
  else begin
    if(send == 1'b1) begin
      data <= shift_register[0];
      vld <= 1'b1;
    end
    else begin
      vld <= 1'b0;
      data <= data;
  end
  end
end
endmodule
module S2P(
    input clk,
    input n_rst,
    input wire data,
    input wire vld,
    output reg [3:0] dout,
    output reg dout_vld
);
reg [2:0] count = 3'h0;
always @(posedge clk or negedge n_rst) begin
  if(!n_rst) begin
    dout <= 4'b0000;
  end
  else begin
    if(vld == 1'b1)
      dout <= {data, dout[3:1]};
    else
      dout <= dout;
  end
end
always @(posedge clk or negedge n_rst) begin
    if(!n_rst)
        count <= 3'h0;
    else
        if (vld == 1'b1 && count < 4)
            count <= count + 1;
        else if(count == 3'h4)
            count <= 3'h0;
        else 
            count <= count;      
    end
always @(count)
        if(count == 3'h4)
            dout_vld <= 1'b1;
        else
            dout_vld <= 1'b0;
endmodule
module TOP(
din,
clk,
n_rst,
load,
send,
dout,
dout_vld);
input [3:0] din;
input load;
input send;
input clk;
input n_rst;
output [3:0] dout;
output dout_vld;
wire data;
wire vld;
P2S u_p2s(
   .clk(clk),
   .n_rst(n_rst),
   .load(load),
   .send(send),
   .din(din),
   .vld(vld),
   .data(data)
   );
S2P u_s2p(
   .clk(clk),
   .n_rst(n_rst),
   .vld(vld),
   .data(data),
   .dout(dout),
   .dout_vld(dout_vld)
);
endmodule
```
==> impl_metrics.py <==
# Metrics from the implementation run
metrics = {
    "logic_synthesis": {
        "async_reset_ff_frac": 1.00,
        "ys_warn_count": 2,
        "most_common_cell": "dfrtp_1",
        "synthDominantCellAreaShare": 0.566,
        "netlist_area_um2": 574,
        "largest_area_cell": "dfrtp_1",
        "synth-edff-count": 0,
        "ys.flop_type": "dfrtp_1",
        "synthCells": 45,
        "ys_seq_frac": 0.566,
        "top_cells_by_area": "dfrtp_1 (57%), mux2_2 (9.8%), mux2i_1 (7.0%)",
        "ys_chip_area_um2": 574,
        "yosysUniqueCellTypes": 17,
        "top_cells_by_count": "dfrtp_1 (13), mux2_2 (5), mux2i_1 (4), nand2_1 (4), o21ai_0 (4)",
        "ys_cells": 45,
        "syn_area_per_cell_um2": 12.8,
        "synth_flops": 13,
    },
    "layout": {
        "drive_gt1_frac": 0.281,
        "final_util": 0.237,
        "area_growth_pct": 41.2,
        "seqCellArea_um2": 325,
        "comb_area_um2": 234,
        "fin_cells": 110,
        "nFillCells": 374,
    },
    "clock_network": {
        "cts_buffers": 3,
        "clockRootBuffer": "clkbuf_4",
        "cts.sinks": 13,
        "path_clk_slew_ns": 0.07,
        "hold_buffers": 0,
        "clockBufferDepth": 2,
        "clk_latency_ns": 0.27,
        "h-tree-depth": 1,
        "cts_tree": "done",
    },
    "route": {
        "finalWirelength_um": 1090,
        "drtAntennaViolNets": 0,
        "avgRoutedWirePerCell_um": 9.86,
        "drtPass1Iterations": 3,
        "drtIter0Drc": 8,
        "drc": 0,
        "vias": 388,
        "n_antenna_cell": 0,
        "viasPerCell": 3.53,
    },
    "final_timing": {
        "worst_pin_slew_ns": 0.559,
        "fin_skew_ns": 0.00467,
        "finalSetupTns_ns": 0,
        "worst_slack_ns": 0.0624,
        "period_needed_ns": 1.54,
        "hold_viol_final": 0,
        "rsz0062_at_grt": "no",
        "max_clock_freq_mhz": 650,
        "maxSlewHeadroom": 0.626,
        "drv_slew": 0,
        "period_used_share": 0.961,
        "setup_viol": 0,
    },
    "global_routing": {
        "antenna_found_initial": 0,
        "grt_pass1_vias": 410,
        "grt_pass1_wl_um": 1860,
        "grt_max_degree": 14,
        "grtUsageTotal": 0.0361,
        "overflow": 0,
    },
    "placed_design": {
        "port_buffers": 12,
        "gp_congestion": 0.673,
        "post-dp-hpwl_um": 835,
        "placedCellCount": 101,
        "place_ws_ns": 0.0393,
    },
    "floorplanning": {
        "dieArea_um2": 6400,
        "row_count": 21,
        "ios": 13,
        "coreArea_um2": 3420,
        "die_w_um": 80,
        "fp-utilization": 0.168,
        "die_h_um": 80,
    },
    "setup_path": {
        "criticalPathCategory": "reg2out",
        "cp_data_required_time_ns": 1.28,
        "worstSetupStartpointType": "register",
        "path_max_fanout": 2,
        "cp_data_arrival_time_ns": 1.22,
        "crit_path_end_kind": "output pin",
    },
    "pwr": {
        "ir_worst_vdd_uv": 289,
        "power.density_nw_per_um2": 1270,
        "leakage_nw": 0.356,
    },
    "worst_hold_path": {
        "hold_class": "in2async",
    },
    "status": {
        "status": "completed",
    },
    "job": {
        "tool_warnings": 26,
        "max_cap_viol_count": 0,
    },
}
[sequential cells by signal, indices dropped and copies added (netlist names)]
register	count
u_p2s.shift_register	4
u_p2s.vld	1
u_s2p.count	3
u_p2s.data	1
u_s2p.dout	4
[cell type report]
type	count	share of cell area
clock buffers	4	0.0324
inverters	3	0.0139
multi-input cells	27	0.289
flip-flops and latches	13	0.401
well taps	46	0.0710
repair buffers	17	0.193
[path summary, 6_finish.rpt]
check,slack (ns),from,to,depth (start not counted)
max reg2reg,0.38,u_s2p.count[0]$_DFFE_PN0P_,u_s2p.count[0]$_DFFE_PN0P_,5
max in group asynchronous,0.82,n_rst,u_s2p.dout[0]$_DFFE_PN0P_,1
min reg2reg,0.51,u_p2s.shift_register[0]$_DFFE_PN0P_,u_p2s.data$_DFFE_PN0P_,1
min,0.41,n_rst,u_p2s.shift_register[1]$_DFFE_PN0P_,1
max,0.06,u_s2p.count[0]$_DFFE_PN0P_,dout_vld,4
min in group clk0,0.51,u_p2s.shift_register[0]$_DFFE_PN0P_,u_p2s.data$_DFFE_PN0P_,1
[report_power, final]
group | total, W | switching [W] | internal [W]
Sequential | 0.000459 | 0.0000557 | 0.000403
Combinational | 0.000380 | 0.000133 | 0.000247
Clock | 0.000187 | 0.0000910 | 0.0000965
Total | 0.00103 | 0.000280 | 0.000747
[metrics by stage]
step                hold WS (ns)  power, W  area [um2]
floorplan                 0.0244  0.000601         574
detailed placement         0.497  0.000733         736
global placement           0.492  0.000712         736
global route               0.450   0.00111         811
finish                     0.410   0.00103         811
CTS                        0.414   0.00104         811
[routing by layer]
layer  global-route usage  routed length [um]  vias up
met1               0.0352                 407      186
met3               0.0148                  71        4
met5                    0                   0        -
li1                     -                   -      193
met4               0.0141                  36        0
met2               0.0658                 570        5
[cells by family (layout without fill, tap and decap cells)]
family / count (synthesis) / in the layout / share of synthesized area
mux: 10 / 10 / 0.187
compound gates: 7 / 7 / 0.0806
flops: 13 / 13 / 0.566
simple gates: 8 / 8 / 0.0741
buf+inv: 5 / 24 / 0.0479
fa+ha+maj: 2 / 2 / 0.0436
[worst max-delay path, cell delays in order (launching register included)]
cell	delay, ns
dfrtp_1	0.38
inv_2	0.06
ha_4	0.15
and2_1	0.14
dlygate4sd2_1	0.23
[placed cells by master, fill, tap and decap left out, drive strengths merged]
cell / count
dfrtp: 13
clkdlybuf4s50: 11
mux2: 6
buf: 5
o21ai: 5
nand2: 4
mux2i: 4
clkbuf: 4
inv: 3
ha: 2
and2: 1
nand2b: 1
nor2b: 1
a31o: 1
or3b: 1
o2bb2ai: 1
dlygate4sd2: 1
[timing repair]
| item | CTS | global route |
|---|---|---|
| endpoints found under the hold margin | 0 | 0 |
| setup endpoints to repair | 1 | 0 |
| gates resized | 5 | 0 |
| buffers inserted | 5 | 0 |
Power figures rest on the tool's default switching activity, not on a simulated workload.
