**flow/run.sh**
```bash
#!/bin/bash
# OpenROAD 26Q1-2900-gdf79404cd8, Yosys 0.63+post, stock flow scripts
make -C /OpenROAD-flow-scripts/flow DESIGN_CONFIG=/design/flow/config.mk WORK_HOME=/design/flow/orfs finish
```
**flow/config.mk**
```make
export PLATFORM = sky130hd
export DESIGN_NAME = jy_carry_select_adder
export DESIGN_NICKNAME = jy_carry_select_adder
export VERILOG_FILES = /design/flow/design.v
export SDC_FILE = /design/flow/constraint.sdc
export NUM_CORES = 4
export LEC_CHECK = 1
export CORE_AREA = 10 10 70 70
export DIE_AREA = 0 0 80 80
```
**flow/constraint.sdc**
```tcl
current_design jy_carry_select_adder

set clk_period 5.0
set clk_io_pct 0.2

create_clock -name clk0 -period $clk_period

set non_clock_inputs [all_inputs -no_clocks]
set_input_delay [expr $clk_period * $clk_io_pct] -clock clk0 $non_clock_inputs
set_output_delay [expr $clk_period * $clk_io_pct] -clock clk0 [all_outputs]
```
**flow/design.v**
```verilog
module jy_carry_select_adder(
  din_a,
  din_b,
  cin,
  sum,
  cout
);
input   [7:0] din_a;
input   [7:0] din_b;
input         cin;
output  [7:0] sum;
output reg cout;
wire carry_1;
wire carry_2;
reg  carry_3;
wire [1:0] sum_1;
wire [1:0] sum_2;
reg  [1:0] sum_3;
reg  [1:0] sum_4;
assign {carry_1,sum_1} = {1'h0,din_a[1:0]} + {1'h0,din_b[1:0]} + {2'h0,cin};
assign {carry_2,sum_2} = (carry_1==1'b1)?  {1'h0,din_a[3:2]} + {1'h0,din_b[3:2]} + 3'b001:
                                           {1'h0,din_a[3:2]} + {1'h0,din_b[3:2]} + 3'b000;
always @(carry_2 or din_a or din_b)
    begin
        if(carry_2==0)
            {carry_3, sum_3} = din_a[5:4] + din_b[5:4] + 3'b000;
        else
            {carry_3, sum_3} = din_a[5:4] + din_b[5:4] + 3'b001;
    end
always @(carry_3 or din_a or din_b)
    begin
        case(carry_3)
            2'h0: {cout, sum_4} = din_a[7:6] + din_b[7:6] + 3'b000;
            2'h1: {cout, sum_4} = din_a[7:6] + din_b[7:6] + 3'b001;
            default: {cout, sum_4} = din_a[7:6] + din_b[7:6] + 3'b000;
        endcase
    end
assign sum ={sum_4,sum_3,sum_2,sum_1};
endmodule
```
==> changes_impl.md <==
## Implementation

* Final slew viol count at 0
* Clock buffers at 0
* First-pass GRT wire length at 1660 um
* Seq/Total Area, Yosys at 0
* Top cell excl fill/tap: clkdlybuf4s50_1
* FMAX at between 200 and 250 MHz
* Top cells excl fill/tap: 26 x clkdlybuf4s50_1, 13 x inv_1, 6 x ha_1
* Register area at 0 um2
* Crit-path max FO at 2
* DR top layer: met3
* CP Buf/Inv Count at 4
* Largest net degree at the start of global routing at 4
* Mean Syn Cell Area at 9.22 um2
* Outcome: finished clean
* Yosys cell types at 13
* Vias in the first global route at 381
* I/O Pins at 26
* Endpoints failing hold at 0
* Pwr dens at between 100 and 150 nW/um2
* Mapped Cells at 41
* Critical path depth in cells at 11
* Unrepaired setup endpoints after global routing: false
* Tool warnings at 32
* P&R area growth vs syn at 84.1%
* Core region area at approximately 3400 um2
* Die height at 80 um
* Routability Congestion at 0.826
* Avg WL per Cell at 8.60 um
* Die width at ~80 um
* Vias/cell at 2.94
* PortBufs at 26
* Max capacitance violation total at 0
* Crit path time final at 4.66 ns
* Number of cells in Yosys stat at 41
* Fin util at 0.204
* Post_cts resized at 0
* Slew HR at 0.834
* DRC at 0
* Setup crit start kind: input port
* Sequential cell count at 0
* M1 wire length at 537 um
* Post-layout period usage at 0.932
* Hold buffers post-CTS at 0
* Setup TNS at 0 ns
* Final setup viols at 0
* Grt ovf at 0
* Layout cells sized above 1 at 0.0597
* VDD IR max at 0.0532 mV
* Initial antenna violation count at 0
* Setup Buffers After CTS at 0
* HP Class: input port to output pin
* Crit Path Class: input port to output pin
* Synth warn at 1
* DP HPWL at 940 um
* YS chip area at 378 um2
* Drt first pass iters at 2
* Worst Setup End Kind: output pin
* Worst-path cell chain: clkdlybuf4s50_1, ha_1, inv_1, fa_1, inv_1, ha_1, nand2_2, mux2i_4, mux2i_1, xor2_1, clkdlybuf4s50_1
* Tot Pwr at 89.7 uW
* WP data arrival at 3.66 ns
* Pleak at 0.310 nW
* Initial Util at 0.111
* Tot GR Track Use at 0.0309
* # diodes at 0
* Cell area after synthesis at between 300 and 400 um2
* Via count at 332
* CP max-delay cell: fa_1
* Final wirelength at 972 um
* Die ar. at 6400 um2
* Top delay family on crit path: buffers and inverters
* Wire length on met2 at 223 um
* Num rows at 21
* Req. time, crit path at approximately 4.0 ns
* Initial DRC Count at 5
* Wire length on met3 at 210 um
* Delay of the slowest critical-path stage at 0.48 ns
* Hold path depth at 5
* Worst Max-Slew Pin Slew at 0.248 ns
* Remaining antenna violation count after routing at 0
tightest hold or removal path, delay by kind of cell:
family,cells,cell delay (ns)
buffers and inverters,4,0.87
adder cells (fa/ha/maj),1,0.15
routing by layer:
layer | vias to the layer above | global-route usage
li1 | 173 | -
met1 | 133 | 0.0484
met2 | 26 | 0.0353
met3 | 0 | 0.0193
met4 | 0 | 0
met5 | - | 0
Yosys cell counts, drive strengths merged:
cell type | instances | area (um2)
fa | 5 | 100
ha | 6 | 75.1
inv | 13 | 48.8
mux2 | 2 | 26.3
mux2i | 2 | 32.5
nand2 | 4 | 17.5
nand2b | 2 | 12.5
o21ai | 1 | 5.00
xnor2 | 1 | 16.3
xor2 | 5 | 43.8
report_power, final:
part	total (mW)	internal, mW	switching (mW)
registers	0	0	0
clock network	0	0	0
logic	0.0897	0.0608	0.0289
path summary, 6_finish.rpt:
path	startpoint	endpoint	slack (ns)
worst max-delay path	din_a[2]	cout	0.34
worst min-delay path	cin	sum[0]	3.03
cell families after synthesis:
family | after synthesis | synth area share
AND/OR/NAND/NOR | 6 | 0.0795
AND-OR/OR-AND | 1 | 0.0132
adder cells (fa/ha/maj) | 11 | 0.464
multiplexers | 4 | 0.156
XOR/XNOR | 6 | 0.159
buffers and inverters | 13 | 0.129
area by class of cell:
cell class / count / area (um2)
inverter: 13 / 48.8
fill: 374 / 2720
multi-input combinational: 28 / 329
tap: 46 / 57.6
timing repair buffer: 26 / 260
per-stage QoR:
step                      hold slack, ns  instance area [um2]  setup WS, ns  instances
after global routing                3.07                  696         0.204        113
after floorplan                     2.11                  378          1.32         41
after CTS                           3.04                  696         0.303        113
after global placement              3.05                  696         0.315        113
final                               3.03                  696         0.342        113
after detailed placement            3.04                  696         0.328        113
Power is estimated from default activity; no workload was simulated.
